--- flow/run.sh ---
#!/bin/bash
# OpenROAD 26Q1-2900-gdf79404cd8, Yosys 0.63+post, stock flow scripts
make -C /OpenROAD-flow-scripts/flow DESIGN_CONFIG=/design/flow/config.mk WORK_HOME=/design/flow/orfs finish
--- flow/config.mk ---
export PLATFORM = sky130hd
export DESIGN_NAME = pc_memprog_regfile
export DESIGN_NICKNAME = pc_memprog_regfile
export VERILOG_FILES = /design/flow/design.v
export SDC_FILE = /design/flow/constraint.sdc
export NUM_CORES = 4
export LEC_CHECK = 1
export CORE_AREA = 10 10 111 111
export DIE_AREA = 0 0 121 121
export SYNTH_HDL_FRONTEND = slang
export SYNTH_MEMORY_MAX_BITS = 65536
--- flow/constraint.sdc ---
current_design pc_memprog_regfile

set clk_period 1.5
set clk_io_pct 0.2

create_clock -name clk0 -period $clk_period [get_ports {clk}]

set non_clock_inputs [all_inputs -no_clocks]
set_input_delay [expr $clk_period * $clk_io_pct] -clock clk0 $non_clock_inputs
set_output_delay [expr $clk_period * $clk_io_pct] -clock clk0 [all_outputs]
--- flow/design.v ---
module ALU (
				input signed [31:0] SrcA, SrcB,
				input [2:0] ALUControl,
				output reg signed [31:0] ALUResult,
				output reg Zero
				);
always @ (*)
begin
	case (ALUControl)  
	3'd0:
		ALUResult = SrcA & SrcB;
	3'd1:
		ALUResult = SrcA | SrcB;
	3'd2:
		ALUResult = SrcA + SrcB;
	3'd4:
		ALUResult = SrcA & ~SrcB;
	3'd5:
		ALUResult = SrcA | ~SrcB;
	3'd6:
		ALUResult = SrcA - SrcB;
	3'd7:
		ALUResult = SrcA < SrcB;
	default:
		ALUResult = 32'd0;
	endcase
end
always @ (*)
begin
	if (ALUResult == 32'd0)
		Zero = 1;
	else
		Zero = 0;
end	
endmodule 
module Control_Unit
(
	input      [31:26] Op,  
	input      [ 5: 0] Funct,
	output reg 			 MemtoReg, MemWrite, Branch,
	output reg [ 2: 0] ALUControl,
	output reg			 ALUSrc, RegDst, RegWrite, Jump
);
reg [ 1: 0] ALUOp;
always @ (*) begin
	case (Op)
			 6'b000000 : begin                         
						RegWrite <= 1'b1;
						RegDst   <= 1'b1;
						ALUSrc   <= 1'b0;
						Branch   <= 1'b0;
						MemWrite <= 1'b0;
						MemtoReg <= 1'b0;
						ALUOp    <= 2'b10;
						Jump 		<= 1'b0;
					end
			 6'b100011 : begin                         
						RegWrite <= 1'b1;
						RegDst   <= 1'b0;
						ALUSrc   <= 1'b1;
						Branch   <= 1'b0;
						MemWrite <= 1'b0;
						MemtoReg <= 1'b1;
						ALUOp    <= 2'b00;
						Jump 		<= 1'b0;
					end
			 6'b101011 : begin                         
						RegWrite <= 1'b0;
						RegDst   <= 1'bx;
						ALUSrc   <= 1'b1;
						Branch   <= 1'b0;
						MemWrite <= 1'b1;
						MemtoReg <= 1'bx;
						ALUOp    <= 2'b00;
						Jump 		<= 1'b0;
					end
			 6'b000100 : begin                         
						RegWrite <= 1'b0;
						RegDst   <= 1'bx;
						ALUSrc   <= 1'b0;
						Branch   <= 1'b1;
						MemWrite <= 1'bx;
						MemtoReg <= 1'b0;
						ALUOp    <= 2'b1;
						Jump 		<= 1'b0;
					end
			 6'b000010 : begin                         
						RegWrite <= 1'b0;
						RegDst   <= 1'bx;
						ALUSrc   <= 1'bx;
						Branch   <= 1'bx;
						MemWrite <= 1'b0;
						MemtoReg <= 1'bx;
						ALUOp    <= 2'bxx;
						Jump 		<= 1'b1;
					end
		default: begin
						RegWrite <= 1'bx;
						RegDst   <= 1'bx;
						ALUSrc   <= 1'bx;
						Branch   <= 1'bx;
						MemWrite <= 1'bx;
						MemtoReg <= 1'bx;
						ALUOp    <= 2'bx;
						Jump 		<= 1'bx;
					end
	endcase
end
reg [2:0] fio;
always @ (*) begin 
	case(ALUOp)
		2'b00: ALUControl <= 3'b010;  
		2'b01: ALUControl <= 3'b110;  
		2'b10: ALUControl <= fio;
		2'b11: ALUControl <= 3'bx;
endcase		
end
always @ (*) begin
	case (Funct)
			 6'b100000 : begin                       
						fio <= 3'b010;
					end
			 6'b100010 : begin                       
						fio <= 3'b110;
					end
			 6'b100100 : begin                       
						fio <= 3'b000;
					end
			 6'b100101 : begin                       
						fio <= 3'b001;
					end
			 6'b101010 : begin                       
						fio <= 3'b111;
					end
		default: begin
						fio <= 3'bx;
					end
	endcase
end
endmodule
`timescale 1ns/1ps
module instruction_memory #(parameter NUM_BITS_ADDR_BARRAMENTO = 32, parameter NUM_BITS_MEM_PROG = 32,
									 parameter NUM_BITS_ADDR_PROG = 8)
(
	input[NUM_BITS_ADDR_BARRAMENTO - 1 :0] A,
	output[NUM_BITS_MEM_PROG  - 1:0] RD
);
reg [NUM_BITS_MEM_PROG - 1: 0] rom [(2**NUM_BITS_ADDR_PROG) - 1 : 0];
initial
begin
	$readmemb("C:/Users/Gabriel/Documents/IC/MIPS_Verilog/programa.txt", rom);
end
assign RD = rom[A[NUM_BITS_ADDR_BARRAMENTO - 1 : 2]];
endmodule
module my_datamemory
#(
	parameter NBITS =  31,    
	parameter ADDRSZ = 4,
	parameter MEMSZ = 31	
)
(
	input write_ena,
	input clk,
	input signed [NBITS:0] data_wr,
	input [ADDRSZ:0] addr,
	output signed [NBITS:0] data_rd
);
reg signed [NBITS:0] mem[MEMSZ:0];
assign data_rd = mem[addr];
always @ (posedge clk) begin
	if(write_ena == 1'b1)
		mem[addr] <= data_wr;
end
endmodule
`timescale 1ns/1ps
module pc_memprog_regfile #(parameter NUM_BITS_ADDR_BARRAMENTO = 32, parameter NUM_BITS_MEM_PROG = 32)
									(
									input clk, reset,
									output reg signed [31:0] Result,
									output signed [31:0]RD1, RD2, Instr, pc, SignImm,
									output reg [4:0] A3
									);
	wire MemtoReg, MemWrite, Branch, ALUSrc, RegDst, RegWrite, PCSrc, Jump;
	wire [2:0] ALUControl;
	always @ (*) 
		begin
			if (RegDst)
				A3 = Instr[15:11];
			else
				A3 = Instr[20:16];
		end
	instruction_memory instruction_memory (
														.A(pc),
														.RD(Instr)
														);
	program_counter program_counter ( 
												.clk(clk),
												.pc_src(PCSrc),
												.reset(reset),
												.sign_imm(SignImm),
												.PC(pc),
												.Jump(Jump),
												.Instr(Instr)
												);
	reg_file reg_file (
								.clk(clk), .WE3(RegWrite), .reset(1'b1),         
								.Instr(Instr),
								.A3(A3),		 
								.WD3(Result),		 
								.RD1(RD1), .RD2(RD2),				 
								.SignImm(SignImm)
							);
	wire zero;
	reg signed [31:0] srcB;
	wire signed [31:0] aluResult;
	always @ (*) 
		begin
			if (ALUSrc)
				srcB = SignImm;
			else
				srcB = RD2;
		end
	assign PCSrc = zero & Branch;
	ALU ALU (
					.SrcA(RD1),
					.SrcB(srcB),
					.ALUControl(ALUControl),
					.ALUResult(aluResult),
					.Zero(zero)
				);
	wire signed [31:0] ReadData;
	always @ (*)
		begin
			if (MemtoReg)
				Result = ReadData;
			else
				Result = aluResult;
		end
	my_datamemory #(.NBITS(31)) my_datamemory 
									(
										.write_ena(MemWrite),
										.clk(clk),
										.data_wr(RD2),
										.addr(aluResult[4:0]),
										.data_rd(ReadData)
									);
	Control_Unit Control_Unit (
										.Op(Instr[31:26]),  
										.Funct(Instr[5:0]),
										.MemtoReg(MemtoReg), .MemWrite(MemWrite), .Branch(Branch),
										.ALUControl(ALUControl),
										.ALUSrc(ALUSrc), .RegDst(RegDst), .RegWrite(RegWrite), .Jump(Jump)
										);
endmodule
`timescale 1ns/1ps
module program_counter #(parameter NUM_BITS_ADDR_BARRAMENTO = 32, parameter NUM_BITS_ADDR_PROG = 8)
(
	input clk, pc_src, reset, Jump,
	input [31:0]Instr,
	input signed [NUM_BITS_ADDR_BARRAMENTO - 1 : 0] sign_imm ,
	output reg [NUM_BITS_ADDR_BARRAMENTO - 1 : 0] PC
);
wire [NUM_BITS_ADDR_BARRAMENTO  - 1 : 0] pc_branch, pc_plus4, PCJump;
wire [NUM_BITS_ADDR_BARRAMENTO  - 1 : 0] PCSrcMux;
assign pc_plus4 = PC + 32'd4;
assign pc_branch = (sign_imm << 2) + pc_plus4; 
assign PCJump = ((pc_plus4 && 8'hf0000000) + (Instr[25:0] << 2));
assign PCSrcMux = pc_src ? pc_branch : pc_plus4;
always @ (posedge clk, posedge reset)
begin
	if(reset)
		PC <= 32'b0;
	else if (PC < (2**NUM_BITS_ADDR_PROG) - 4)
		begin
			PC <= Jump ? PCJump : PCSrcMux;
		end
	else
		PC <= 32'b0;
end
endmodule
`timescale 1ns/1ps
module reg_file (
						input clk, WE3, reset,         
						input [31:0]Instr,
						input  [4:0] A3,		 
						input signed  [31:0] WD3,		 
						output reg [31:0] RD1, RD2,				 
						output reg [31:0]SignImm
						)	;
reg [0:31] registradores[31:0];
wire [4:0] A1, A2;
wire [31:0]SignExtend;
assign SignExtend = Instr[15:0];
assign A1 = Instr[25:21];
assign A2 = Instr[20:16];
initial 
	begin
	 registradores[5'b00000] = 32'b00000000000000000000000000000011;  
	 registradores[5'b00001] = 32'b00000000000000000000000000000101;  
	end
always @ (*)
	begin
		if( Instr[15] == 1)
			begin
				SignImm = (SignExtend + 32'b11111111111111110000000000000000);
			end
		else
			begin
				SignImm = (SignExtend + 32'b00000000000000000000000000000000);
			end
	end
always @ (*)
	begin
		RD1 = registradores[A1];
	end	
always @ (*)
		begin
			RD2 = registradores[A2];
end
always @ (posedge clk or negedge reset)
	begin
		if (~reset)
			begin
				registradores[5'd0] = 32'd0;
				registradores[5'd1] = 32'd0;
				registradores[5'd2] = 32'd0;
				registradores[5'd3] = 32'd0;
				registradores[5'd4] = 32'd0;
				registradores[5'd5] = 32'd0;
				registradores[5'd6] = 32'd0;
				registradores[5'd7] = 32'd0;
				registradores[5'd8] = 32'd0;
				registradores[5'd9] = 32'd0;
				registradores[5'd10] = 32'd0;
				registradores[5'd11] = 32'd0;
				registradores[5'd12] = 32'd0;
				registradores[5'd13] = 32'd0;
				registradores[5'd14] = 32'd0;
				registradores[5'd15] = 32'd0;
				registradores[5'd16] = 32'd0;
				registradores[5'd17] = 32'd0;
				registradores[5'd18] = 32'd0;
				registradores[5'd19] = 32'd0;
				registradores[5'd20] = 32'd0;
				registradores[5'd21] = 32'd0;
				registradores[5'd22] = 32'd0;
				registradores[5'd23] = 32'd0;
				registradores[5'd24] = 32'd0;
				registradores[5'd25] = 32'd0;
				registradores[5'd26] = 32'd0;
				registradores[5'd27] = 32'd0;
				registradores[5'd28] = 32'd0;
				registradores[5'd29] = 32'd0;
				registradores[5'd30] = 32'd0;
				registradores[5'd31] = 32'd0;
			end
		else
			begin
				if (WE3)
					registradores[A3] = WD3;
			end
	end		
endmodule 		
==> results.sh <==
# flow metrics
export IMPL_finalHoldViolCount=0
export IMPL_pre_cts_ws_ps=106
export IMPL_timing_fmax_mhz=684
export IMPL_ys_ff=30
export IMPL_grt_overflow_total=0
export IMPL_maxCapViolCount=0
export IMPL_cts_max_path_buffers=2
export IMPL_critical_path_cell_chain="clkdlybuf4s50_1"
export IMPL_crit_end="pc[3]"
export IMPL_grt_pass1_wl_um=6020
export IMPL_p_per_area_nw_per_um2=704
export IMPL_critPathRequiredTime_ps=1200
export IMPL_dieArea_um2=14600
export IMPL_ys_chip_area_um2=2180
export IMPL_gp_congestion=0.738
export IMPL_power_total_mw=1.62
export IMPL_final_cell_mix="191 x conb_1, 30 x dfrtp_1, 29 x clkdlybuf4s50_1"
export IMPL_synth_seq_share_pct=34.4
export IMPL_clk_pin_slew_ps=60
export IMPL_path_depth=1
export IMPL_period_minus_slack_ps=1460
export IMPL_worst_clock_skew_ps=2.37
export IMPL_wire_per_inst_um=9.87
export IMPL_via_per_inst=2.55
export IMPL_cts_root_buf="clkbuf_8"
export IMPL_cts_made_buffers=5
export IMPL_slew_viol_final=0
export IMPL_regMostFlops="program_counter.PC"
export IMPL_areaGrowthSynthToFinish_pct=5.79
export IMPL_synthCells=225
export IMPL_reg2reg_slack_ps=110
export IMPL_coreArea_um2=9860
export IMPL_io_pins=199
export IMPL_p_leak_nw=1.26
export IMPL_antenna_found_initial=0
export IMPL_crit_buf_inv=1
export IMPL_crit_type="flip-flop to output port"
export IMPL_track_usage_pct=4.90
export IMPL_syn_cell_area_um2=2180
export IMPL_fillCellCount=1038
export IMPL_cp_startpoint="program_counter.PC[3]"
export IMPL_final_util_pct=23.4
export IMPL_reg2regPathDepth=6
export IMPL_slowest_stage="clkdlybuf4s50_1"
export IMPL_setup_ws_ps=38.0
export IMPL_port_buffer_count=31
export IMPL_dr_pass1_iters=2
export IMPL_grt_max_degree=31
export IMPL_fin_area_um2=2310
export IMPL_r2r_start="program_counter.PC[2]"
export IMPL_post_route_period_util_pct=97.5
export IMPL_layout_drive_gt1_share_pct=7.77
export IMPL_max_vdd_ir_drop_mv=0.310
export IMPL_cts_sinks=30
export IMPL_h_tree_depth=2
export IMPL_dp_hpwl_um=3760
export IMPL_layout_top_cell="conb_1"
export IMPL_final_setup_tns_ps=0
export IMPL_reg2reg_to="program_counter.PC[6]"
export IMPL_rows=36
export IMPL_syn_area_per_cell_um2=9.70
export IMPL_drt_total_wl_um=4230
export IMPL_hold_path_class="input pin to asynchronous set/reset pin"
export IMPL_tool_warnings=25
export IMPL_end_kind="output port"
export IMPL_grt_pass1_vias=1314
export IMPL_largestRegisters="program_counter.PC (30)"
export IMPL_drtAntennaViolNets=0
export IMPL_first_iter_violations=41
export IMPL_dpl_cell_area_um2=2160
export IMPL_initial_core_util_pct=22.1
export IMPL_die_w_um=121
export IMPL_setup_violations=0
export IMPL_ff_latch_area_um2=751
export IMPL_largest_register_ffs=30
export IMPL_vias=1093
export IMPL_critPathMaxStageDelay_ps=490
export IMPL_yosys_warnings=0
export IMPL_antennaDiodeCount=0
export IMPL_arrival_ps=1160
export IMPL_insertion_delay_ps=270
export IMPL_drc_errors=0
export IMPL_crit_fanout=4
export IMPL_critical_path_startpoint_type="flip-flop"
export IMPL_comb_area_um2=906
export IMPL_yosys_cells=225
export IMPL_cts_tree="yes"
export IMPL_synth_distinct_cells=17
export IMPL_cp_top_family="buffers and inverters"
export IMPL_die_y_um=121
export IMPL_outcome="completed"
[cell usage after synthesis]
library cell  number  area share (%)
xor2_1             2            0.80
o211ai_1           1            0.34
nand2_1            2            0.34
nand4_1            1            0.29
inv_1              2            0.34
nor3_1             5             1.1
o21ai_0            1            0.23
nand3_1            2            0.46
ha_1               1            0.57
conb_1             1            0.17
nor4_1             6             1.7
dfrtp_1           30              34
nand3_2            1            0.46
a211oi_2           1            0.57
buf_4            167              57
or3_1              1            0.29
xnor2_1            1            0.40
[area by class of cell]
cell class | count | area share [%]
inverter | 2 | 0.325
timing repair buffer | 40 | 16.6
clock buffer | 6 | 3.58
sequential | 30 | 32.5
tap | 133 | 7.21
clock inverter | 2 | 0.542
multi-input combinational | 216 | 39.2
[worst min-delay path by stage]
stage	endpoint	depth (start not counted)	slack, ps
5_1_grt	program_counter.PC[3]	3	430
4_1_cts	program_counter.PC[5]	3	410
6_report	program_counter.PC[5]	3	410
[power by group]
part / internal [mW] / switching, mW
combinational: 0.0611 / 0.0593
clock: 0.367 / 0.273
sequential: 0.843 / 0.0207
total: 1.27 / 0.353
[cells by family after synthesis]
kind of cell / synth area share, %
xor+xnor: 1.20
buf+inv: 57.8
compound gates: 1.15
simple gates: 4.70
flops: 34.4
fa+ha+maj: 0.573
other cells: 0.172
[metrics by stage]
stage / std cells / hold slack (ps)
floorplan: 415 / 391
global route: 429 / 434
CTS: 427 / 409
detailed placement: 417 / 517
global placement: 417 / 525
finish: 429 / 407
[layer usage]
layer	wire [µm]	GRT usage, %	share of wire [%]	vias to the layer above
met5	0	0	0	-
met4	37	0.528	0.87	0
met3	603	3.12	14	7
met2	2040	8.33	48	114
met1	1550	5.15	37	487
li1	-	-	-	485
[repair_timing]
item	4_1_cts	5_1_grt
hold buffers	0	0
pin swaps	0	1
setup buffers	2	2
endpoints found under the setup margin	2	7
gates resized	0	6
